`./config.mk`:
```
export PLATFORM = sky130hd
export DESIGN_NAME = div
export DESIGN_NICKNAME = div
export VERILOG_FILES = /design/flow/design.v
export SDC_FILE = /design/flow/constraint.sdc
export NUM_CORES = 4
export LEC_CHECK = 1
export CORE_UTILIZATION = 40
```
`./constraint.sdc`:
```
current_design div

set clk_period 1.0
set clk_io_pct 0.2

create_clock -name clk0 -period $clk_period [get_ports {clock}]

set non_clock_inputs [all_inputs -no_clocks]
set_input_delay [expr $clk_period * $clk_io_pct] -clock clk0 $non_clock_inputs
set_output_delay [expr $clk_period * $clk_io_pct] -clock clk0 [all_outputs]
```
`./design.v`:
```
module div (
    input wire clock,
    input wire reset,
    input wire [31:0] dividend,
    input wire [31:0] divisor,
    output reg [31:0] hi_div,
    output reg [31:0] lo_div,
    output reg division_by_zero
);
reg [31:0] remainder;
reg [31:0] quotient;
reg [31:0] temp;
reg [5:0] counter;
always @(posedge clock or posedge reset) begin
    if (reset) begin
        hi_div <= 32'b0;
        lo_div <= 32'b0;
        remainder <= 32'b0;
        quotient <= 32'b0;
        division_by_zero <= 1'b0;
        counter <= 6'b0;
    end
    else begin
        if (divisor == 32'b0) begin
            hi_div <= 32'b0;
            lo_div <= 32'b0;
            division_by_zero <= 1'b1;
        end
        else begin
            if (counter == 0) begin
                remainder <= dividend;
                quotient <= 32'b0;
                division_by_zero <= 1'b0;
            end
            else if (counter < 32) begin
                temp = {remainder[31], remainder} - (divisor << (31 - counter));
                if (temp[31] == 0) begin
                    remainder <= temp;
                    quotient[counter] <= 1'b1;
                end
                else begin
                    quotient[counter] <= 1'b0;
                end
                counter <= counter + 1;
            end
            hi_div <= remainder;
            lo_div <= quotient;
            counter <= 6'b0;
        end
    end
end
endmodule
```
`./run.sh`:
```
#!/bin/bash
# OpenROAD 26Q1-2900-gdf79404cd8, Yosys 0.63+post, stock flow scripts
make -C /OpenROAD-flow-scripts/flow DESIGN_CONFIG=/design/flow/config.mk WORK_HOME=/design/flow/orfs finish
```
==> out/metrics.json <==
{
  "met1Wirelength_um": 2200,
  "avgViaCountPerCell": 4.30,
  "detail_route.antenna_diodes": 0,
  "maxCapViolations": 0,
  "wirelength_um": 5120,
  "cts.root.buffer_cell": "clkbuf_8",
  "track_usage": 0.162,
  "ys_area_sq_um": 2560,
  "synth-seq-cells": 65,
  "antenna_found_initial": 0,
  "lay_top_count": "dfrtp_1",
  "grt-ovfl-total": 0,
  "leakage_nw": 1.80,
  "cts_inserted_buffers": 9,
  "arrival_time_at_the_worst_endpoint_ps": 1550,
  "fin_worst_skew_ps": 4.75,
  "floorplan.core_area_sq_um": 6060,
  "fillers": 452,
  "area_growth_pct": 50.6,
  "layout_top_cells_excl_fill_tap": "dfrtp_1, buf_2, clkdlybuf4s50_1",
  "io_buffer_count": 98,
  "timing.final.ws_setup_ps": -333,
  "clock_tree.buffer_depth": 2,
  "place_congestion": 0.681,
  "detailroute.via_count": 1640,
  "drive_above_1_share": 0.422,
  "design_power_total_mw": 5.14,
  "timing.hold.ws_ps": 302,
  "highest_layer": "met4",
  "synth.largest_area_cell": "dfrtp_1",
  "ff_latch_area_sq_um": 1630,
  "remaining_drc_errors": 0,
  "clkSinkCount": 65,
  "dr_iter_0_viols": 56,
  "hold_path_class": "primary input to async pin",
  "wl_per_cell_um": 13.4,
  "detail_route.first_pass.iterations": 2,
  "ys_cells": 181,
  "yosys_warnings": 1,
  "ctsHtreeMaxLevel": 3,
  "worst_setup_path_end_kind": "register",
  "top_area_frac": 0.634,
  "floorplan.die_area_sq_um": 6730,
  "max_clock_freq_mhz": 750,
  "clock_latency_ps": 330,
  "post_synth_instance_area_sq_um": 2560,
  "dp.final_hpwl_um": 3120,
  "die_w_um": 82.1,
  "hold_violations": 0,
  "worst_ir_drop_vdd_uv": 1100,
  "power_per_cell_area_nw_per_um2": 1330,
  "warning_count": 28,
  "final-instance-count-excl-fill": 381,
  "grt_pass1_vias": 1606,
  "setup_viol": 72,
  "critical_path_class": "primary input to register",
  "grt_max_degree": 39,
  "top_cells_by_area": "dfrtp_1, mux2_1, buf_4",
  "status": "finished, violations left",
  "post_synth_num_cell_types": 14,
  "pre_cts_ws_ps": -1030,
  "cts_tree": "yes",
  "final_period_minus_worst_setup_slack_ps": 1330,
  "postSynthSeqShare": 0.634,
  "syn_inst": 181,
  "startpoint_type": "primary input",
  "timing.setup.tns_ps": -13370,
  "rsz0062_at_grt": "yes",
  "finalClockPeriodUsage": 1.33,
  "synthesis.area_per_instance_sq_um": 14.2,
  "detail-route-antenna-nets": 0,
  "crit_path_cell_trace": "buf_2, nor4_4, nand4_1, nor2_4, buf_6, clkbuf_16, mux2_4",
  "grt_pass1_wl_um": 7700,
  "route.met2.wl_um": 2410,
  "fp.dieH_um": 82.1,
  "critical_path_peak_fanout": 7,
  "multi_input_comb_area_sq_um": 937,
  "rows": 28,
  "failed_checks": "setup timing",
  "clk_pin_slew_worst_paths_ps": 70,
  "boundaryPins": 131,
  "routed-wl-met3_um": 471,
  "placed_cells": 354,
  "final_max_slew_viol_count": 0,
  "worstPathRequired_ps": 1220,
  "initial_utilization": 0.423,
  "cpPeakStageDelay_ps": 300,
  "cp_slowest_cell": "mux2_4"
}
==> kinds of logic (layout without fill, tap and decap cells) <==
kind of cell | count (synthesis) | count (layout) | share of synthesized area
DFF | 65 | 65 | 0.634
and+or+nand+nor | 43 | 43 | 0.104
buffers and inverters | 40 | 134 | 0.120
muxes | 32 | 32 | 0.141
other | 1 | 32 | 0.00146
==> worst paths after layout <==
path,end,cells past startpoint,from,slack (ps)
worst max-delay path,remainder[8],7,divisor[29],-330
worst min-delay path,hi_div[3],3,reset,300
worst max register to register,remainder[5],1,remainder[5],230
worst min register to register,remainder[29],1,remainder[29],480
max in group asynchronous,hi_div[17],3,reset,510
min in group clk0,remainder[17],2,dividend[17],450
==> what timing repair did <==
item | in CTS | in global routing
hold endpoints to repair | 0 | 0
endpoints found under the setup margin | 98 | 98
resized | 232 | 20
pin swaps | 6 | 6
buffers inserted | 7 | 1
hold buffers | 0 | 0
gates cloned | 5 | 1
==> synth_stat cells <==
cell type and count:
clkbuf_1 1, buf_6 1, nor2_1 1, mux2_2 5, buf_8 2, nand4_1 2, buf_4 33, inv_1 1
nor2b_1 32, conb_1 1, dfrtp_1 65, mux2_1 27, nor4_1 8, buf_2 2
==> per-layer routing <==
metal,global-route usage,up-vias
li1,-,773
met1,0.239,784
met2,0.245,79
met3,0.0631,4
met4,0.0175,0
met5,0,-
==> sequential cells by signal (all words and copies together) (netlist names) <==
| signal | cells |
|---|---|
| hi_div | 32 |
| remainder | 32 |
| division_by_zero | 1 |
==> metrics by stage <==
stage	cell area [sq um]	utilization
after floorplan	2740	-
after global placement	3620	0.597
after detailed placement	3620	0.597
after CTS	3820	0.631
after global routing	3860	0.637
final	3860	0.637
==> final cells by class <==
cell class,count,area share
well taps,75,0.0243
clock inverters,6,0.00907
repair buffers,117,0.268
inverters,1,0.00194
flip-flops and latches,65,0.421
multi-input cells,107,0.243
clock buffers,10,0.0331
==> worst max-delay path, delay by kind of cell <==
kind / cells / cell delay, ps
muxes: 1 / 300
and+or+nand+nor: 3 / 620
buffers and inverters: 3 / 420
==> power breakdown <==
group	internal [mW]	switching [mW]	total (mW)
Combinational	0.357	0.157	0.515
Clock	0.880	0.949	1.83
Sequential	2.76	0.0421	2.80
No activity file was given, so power comes from the tool's default toggle rates.
