<file path="./run.sh">
#!/bin/bash
# OpenROAD 26Q1-2900-gdf79404cd8, Yosys 0.63+post, stock flow scripts
make -C /OpenROAD-flow-scripts/flow DESIGN_CONFIG=/design/flow/config.mk WORK_HOME=/design/flow/orfs finish
</file>
<file path="./config.mk">
export PLATFORM = sky130hd
export DESIGN_NAME = mult
export DESIGN_NICKNAME = mult
export VERILOG_FILES = /design/flow/design.v
export SDC_FILE = /design/flow/constraint.sdc
export NUM_CORES = 4
export LEC_CHECK = 1
export CORE_UTILIZATION = 40
</file>
<file path="./constraint.sdc">
current_design mult

set clk_period 9.7
set clk_io_pct 0.2

create_clock -name clk0 -period $clk_period [get_ports {clock}]

set non_clock_inputs [all_inputs -no_clocks]
set_input_delay [expr $clk_period * $clk_io_pct] -clock clk0 $non_clock_inputs
set_output_delay [expr $clk_period * $clk_io_pct] -clock clk0 [all_outputs]
</file>
<file path="./design.v">
module mult (
    input wire clock,
    input wire reset,
    input wire signed [31:0] multiplicant,
    input wire signed [31:0] multiplier,
    output reg signed [31:0] hi_mult,
    output reg signed [31:0] lo_mult
);
reg signed [31:0] A, Q, M;
reg [1:0] Q_1;
reg [5:0] count;
reg [1:0] booth_sel;
reg signed [31:0] shift_value; 
always @(posedge clock or posedge reset) begin
    if (reset) begin
        A <= 32'b0;
        Q <= 32'b0;
        M <= 32'b0;
        Q_1 <= 2'b0;
        count <= 6'b0;
    end
    else begin
        if (count == 0) begin
            A <= 32'b0;
            M <= multiplier;
            Q <= multiplicant;
            count <= count + 1;
        end
        else if (count < 33) begin
            booth_sel[1] = Q[0] ^ Q_1[1];
            booth_sel[0] = Q[0] ^ Q_1[0];
            shift_value = {M, 1'b0};
            if (booth_sel == 2'b01) begin
                A <= A - shift_value;
            end
            else if (booth_sel == 2'b10) begin
                A <= A + shift_value;
            end
            Q_1 <= Q[1:0];
            Q <= {Q[30:0], A[0]};
            A <= {A[30:0], A[31]};
            count <= count + 1;
        end        
    end
end
assign hi_mult = A;
assign lo_mult = Q;
endmodule
</file>
==> impl_metrics.csv <==
group,metric,value,unit
outcome,status,"finished, final reports clean",
cells_and_area,seqCellArea,1750,um2
final_timing,finalSetupTns,0,ns
min_path,timing.hold.worst.class,"flip-flop to flip-flop",
global_routing,grt_most_used_layer,"met1",
drt,initialDrtViolationCount,80,
drt,diodes,0,
clocking,cts_resized,0,
clocking,cts_buffers,9,
drt,vias,2389,
setup_path,cp.buffers_inverters,1,
setup_path,timing.critical_path.slowest_cell_delay,0.49,ns
synth,postSynthSeqShare,54.1,%
clocking,cts_max_path_buffers,2,
synth,synth_top_flop_cell,"sky130_fd_sc_hd__dfrtp_1",
clocking,cts_hold_repair.buffers,0,
setup_path,worst-path-max-fanout,6,
synth,post_synth_inst_count,262,
flow_run,max_cap_viol_count,0,
power,power.static_leakage,1.93,nW
global_routing,use_met1,30.4,%
clocking,clkSlewWorstSetupHoldPaths,0.07,ns
cells_and_area,final.fill_count,665,
synth,topCellsByArea,"sky130_fd_sc_hd__dfrtp_1, sky130_fd_sc_hd__mux2i_1, sky130_fd_sc_hd__a22o_1, sky130_fd_sc_hd__a221oi_2, sky130_fd_sc_hd__a221oi_1",
power,power_switching_share,22.4,%
floorplanning,die-height,92.0,um
clocking,clkSinkCount,70,
global_routing,grt_start_max_net_pins,37,
global_routing,overall_fraction_of_global_route_tracks_in_use,18.3,%
setup_path,worst_setup_path_end_kind,"output pin",
synth,synth-edff-count,0,
place,place.detailed.hpwl,4.69,mm
floorplanning,placement_rows,32,
drt,vias_per_cell,5.16,
synth,ys_cells,262,
final_timing,worst-slew-pin-transition,0.716,ns
floorplanning,top_level_ports,130,
drt,drt-pass1-iter-count,4,
power,power.clock.fraction,41.1,%
power,pwr-share-comb,3.7,%
clocking,cts-root-buf,"sky130_fd_sc_hd__clkbuf_8",
floorplanning,die_area,8460,um2
setup_path,startpoint_type,"flip-flop",
global_routing,grt_pass1_vias,2338,
global_routing,grt_pass1_wl,12.0,mm
drt,postRouteWirelength,7.22,mm
floorplanning,floorplan.core_area,7770,um2
global_routing,grt-ovfl-total,0,
final_timing,timing.fmax,311,MHz
synth,netlist.top_cell.by_area,"sky130_fd_sc_hd__dfrtp_1",
power,pwr-share-seq,55.2,%
synth,ys_chip_area,3240,um2
final_timing,worst_slack,6.48,ns
synth,yosys-top-cells-count,"sky130_fd_sc_hd__dfrtp_1, sky130_fd_sc_hd__mux2i_1, sky130_fd_sc_hd__a22o_1, sky130_fd_sc_hd__inv_1, sky130_fd_sc_hd__nor3_1",
cells_and_area,multiInputGateArea,1340,um2
final_timing,setup_viol,0,
synth,postSynthRegisterBits,70,
drt,post_drt_wl_per_cell,15.6,um
cells_and_area,relative_area_change_from_synthesis_to_final_layout,38.5,%
global_routing,number_of_antenna_violations_at_the_first_check_in_global_routing,0,
place,gp_congestion,0.794,
floorplanning,die_width,92.0,um
final_timing,final_hold_vio_count,0,
power,p_sw,0.118,mW
setup_path,critical_path_class,"flip-flop to output pin",
synth,synth_cell_types,30,
power,internal-power,0.410,mW
global_routing,gr-usage-met2,27.2,%
place,pre_cts_slack,6.22,ns
synth,synthDominantCellAreaShare,54.1,%
global_routing,gr-usage-met3,3.46,%
drt,remaining_drc_errors,0,
setup_path,timing.critical_path.slowest_stage_cell,"sky130_fd_sc_hd__clkdlybuf4s50_1",
cells_and_area,layout_cells_sized_above_1,9.42,%
clocking,clock_latency,0.34,ns
flow_run,log.warning_count,58,
synth,synth_area_per_cell,12.4,um2
clocking,h_tree_lvl_count,3,
synth,synth_area,3240,um2
place,place.port_buffers,97,
setup_path,crit_chain,"clkdlybuf4s50_1",
clocking,post_cts.repair.setup_buffers,0,
synth,top_count_cell_post_synth,"sky130_fd_sc_hd__dfrtp_1",
final_timing,finalClockSkew,0.00852,ns
power,power_density,118,nW/um2
power,peakVddDrop,0.0722,mV
final_timing,relSlewSlack,52.2,%
final_timing,final_period_minus_worst_setup_slack,3.22,ns
setup_path,cp.required,7.76,ns
synth,yosys_warnings,3,
final_timing,rsz_0062_raised_after_global_routing,"false",
drt,antenna_violating_nets_post_route,0,
floorplanning,initCoreUtil,41.7,%
final_timing,final-max-slew-violation-count,0,
final_timing,final_min_period_over_clock_period,33.2,%
setup_path,critPathTopFamily,"buffers and inverters",
clocking,cts_tree,"built",
synth,synthArstFlopShare,100,%
setup_path,worst-endpoint-arrival,1.28,ns
metrics by stage:
step	std cells	util (%)	power (mW)	hold WS, ns	cell area, um2
final	463	57.7	0.528	0.525	4480
after global routing	463	57.7	0.551	0.547	4480
after CTS	463	57.7	0.535	0.527	4480
after detailed placement	447	55.3	0.317	0.507	4300
after global placement	447	55.3	0.317	0.504	4300
after floorplan	262	-	0.302	0.457	3240
registers in the layout (all words and copies together) (netlist names):
register and flops:
A 32, Q 32, count 6
power by group through the flow:
stage	clock [mW]	combinational (mW)	sequential (mW)
CTS	0.223	0.0201	0.292
global route	0.238	0.0215	0.292
finish	0.217	0.0194	0.292
cell type report:
cell class,count,area share (%)
Inverter,16,1.34
Multi-Input combinational cell,155,29.8
Clock inverter,5,0.753
Timing Repair Buffer,104,22.8
Tap cell,102,2.85
Clock buffer,11,3.38
Sequential cell,70,39.1
layout by cell type, fill, tap and decap left out, drive strengths merged:
cell type,netlist,layout
a31o,1,1
nor4b,1,1
inv,16,16
a221oi,12,12
clkdlybuf4s50,0,97
ha,2,2
and3,1,1
nand2,8,8
or4b,1,1
clkinv,0,3
o21ai,1,1
nor2,1,1
nor3,12,12
buf,11,7
mux2i,64,64
nor2b,1,1
and2,1,1
clkbuf,10,11
o211ai,1,1
nand3,4,4
a31oi,3,3
o2bb2ai,1,1
dfrtp,70,70
o31ai,1,1
clkinvlp,0,2
mux2,1,1
xnor2,4,4
a22o,23,23
a21oi,11,11
final timing paths:
check / start / to / slack, ns / cells after the start
hold reg to reg: A[21] / A[22] / 0.52 / 1
hold / removal: A[21] / A[22] / 0.52 / 1
max in group asynchronous: reset / count[5] / 6.69 / 3
setup reg to reg: count[0] / Q[12] / 7.45 / 7
setup / recovery: A[0] / hi_mult[0] / 6.48 / 1
min in group asynchronous: reset / A[13] / 2.04 / 2
metal layers:
layer	wire, um	share of wire (%)	vias to the layer above
met4	78	1.1	0
met3	362	5.0	9
met5	0	0	-
met2	3290	46	56
met1	3490	48	1171
li1	-	-	1153
kinds of logic (layout without fill, tap and decap cells):
| family | after synthesis | after routing | synth area share (%) |
|---|---|---|---|
| XOR/XNOR | 4 | 4 | 1.08 |
| AND-OR/OR-AND | 54 | 54 | 13.9 |
| buffers and inverters | 37 | 136 | 5.18 |
| adder cells (fa/ha/maj) | 2 | 2 | 0.773 |
| AND/OR/NAND/NOR | 30 | 30 | 4.87 |
| multiplexers | 65 | 65 | 20.1 |
| flip-flops | 70 | 70 | 54.1 |
No activity file was given, so power comes from the tool's default toggle rates.
