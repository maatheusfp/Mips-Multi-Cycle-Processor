$ cat flow/design.v
module MemtoRegMUX( 
    input wire [31:0] ALUOuttoMemtoRegMUX,
    input wire [31:0] LoadSizetoMemtoRegMUX,
    input wire [31:0] MemDatatoMemtoRegMUX,
    input wire [31:0] RDtoMemtoRegMUX,
    input wire [31:0] SE1_32toMemtoRegMUX ,
    input wire [31:0] RegB,
    input wire [31:0] HItoMemtoRegMUX,
    input wire [31:0] LOtoMemtoRegMUX,
    input wire [3:0] MemtoReg,
    output reg [31:0] RegDstMUXtoReg
);
    always @* begin
        case (MemtoReg)
            4'b0000: RegDstMUXtoReg = ALUOuttoMemtoRegMUX;
            4'b0001: RegDstMUXtoReg = LoadSizetoMemtoRegMUX;
            4'b0010: RegDstMUXtoReg = MemDatatoMemtoRegMUX;
            4'b0011: RegDstMUXtoReg = RDtoMemtoRegMUX;
            4'b0100: RegDstMUXtoReg = SE1_32toMemtoRegMUX ;
            4'b0101: RegDstMUXtoReg = 32'd227;  
            4'b0110: RegDstMUXtoReg = RegB;
            4'b0111: RegDstMUXtoReg = HItoMemtoRegMUX;
            4'b1000: RegDstMUXtoReg = LOtoMemtoRegMUX;
            default: RegDstMUXtoReg = 32'b0;  
        endcase
    end
endmodule
$ cat flow/run.sh
#!/bin/bash
# OpenROAD 26Q1-2900-gdf79404cd8, Yosys 0.63+post, stock flow scripts
make -C /OpenROAD-flow-scripts/flow DESIGN_CONFIG=/design/flow/config.mk WORK_HOME=/design/flow/orfs finish
$ cat flow/config.mk
export PLATFORM = sky130hd
export DESIGN_NAME = MemtoRegMUX
export DESIGN_NICKNAME = MemtoRegMUX
export VERILOG_FILES = /design/flow/design.v
export SDC_FILE = /design/flow/constraint.sdc
export NUM_CORES = 4
export LEC_CHECK = 1
export CORE_AREA = 10 10 120 120
export DIE_AREA = 0 0 130 130
$ cat flow/constraint.sdc
current_design MemtoRegMUX

set clk_period 8.0
set clk_io_pct 0.2

create_clock -name clk0 -period $clk_period

set non_clock_inputs [all_inputs -no_clocks]
set_input_delay [expr $clk_period * $clk_io_pct] -clock clk0 $non_clock_inputs
set_output_delay [expr $clk_period * $clk_io_pct] -clock clk0 [all_outputs]
==> job_summary.md <==
## Implementation flow summary

| Metric | Value |
|---|---|
| DIE HEIGHT | 130 um |
| Worst-Margin Slew | 0.941 ns |
| Final core utilization | 0.424 |
| Critical path startpoint category | primary input |
| Most used cell, CP | clkdlybuf4s50_1 |
| Average wire per standard cell | between 20 and 25 um |
| Status | completed |
| Pwr Density | about 53 nW/um^2 |
| Largest net degree at the start of global routing | 44 |
| FILL cells | ~1200 |
| Tcrit/Tclk final | 0.717 |
| Worst path required time | roughly 6.4 ns |
| Yosys stat area | about 2100 um^2 |
| Clock buffer count | 0 |
| Syn avg cell area | 7.13 um^2 |
| Worst setup path category | in2out |
| Final Hold Viols | 0 |
| First drt pass iteration count | 7 |
| GR Layer Usage met1 | 0.220 |
| Final WL | 16.9 mm |
| Max-slew headroom | 0.370 |
| DRC viols | 0 |
| Post-CTS Setup Bufs | 0 |
| Top area contributor share | 0.272 |
| Overflow after GRT | 0 |
| Cts repair resizes | 0 |
| Setup violations, final | 0 |
| Max Cap Viol | 0 |
| Synthesis-to-finish area growth | 138% |
| HP Class | in2out |
| Syn Inst Count | 298 |
| Share of cells above drive strength 1 | 0.0430 |
| Met3 Usage GRT | 0.0560 |
| First-pass GRT wire length | 24.3 mm |
| Crit-path max FO | 25 |
| Top cells by area | a22oi_1, mux2i_1, o221ai_1 |
| Stage-log warning count | 32 |
| Vias/cell | 5.13 |
| Die W | 130 um |
| Maximum VDD drop | roughly 0.017 mV |
| Chip area | between 15000 and 20000 um^2 |
| F_max | between 150 and 200 MHz |
| RSZ-0062 raised after global routing | no |
| PortBufs | just under 300 |
| Cell Area, Synth | 2130 um^2 |
| Post-synth seq share | 0 |
| Via count | between 3000 and 4000 |
| Yosys cell count | a little under 300 |
| Crit-path slowest cell | nor2b_1 |
| Met2 Use GR | 0.344 |
| Slew Viols, Final | 0 |
| Crit-path max cell delay | 0.72 ns |
| Via count of the first global-routing pass | 4074 |
| Area leader, netlist | a22oi_1 |
| Critical path arrival | 4.13 ns |
| Initial antenna violation count | 0 |
| Number of distinct library cells after synthesis | around 40 |
| Setup TNS | 0 ns |
| YS warnings | 1 |
| FP Core Util | 0.178 |
| Final RePlAce weighted congestion | between 0.8 and 0.9 |
| Worst hold path cell count | 4 |
| Post-route ant nets | 0 |
| Ports | 292 |
| N_diodes | 0 |
| Row Count | roughly 40 |
| Iteration-0 DRC count of the detailed router | 222 |
| GR peak layer | met2 |
| Critical path capture point type | primary output |
| Flop area | 0 um^2 |
| Cell with the most instances after synthesis | a22oi_1 |
| Logic area | 1900 um^2 |
| Sequential cell count | 0 |
| Core area | 11900 um^2 |
| Synth top cells by count | a22oi_1, mux2i_1, buf_2, o221ai_1 |
| Hold-fix buffers, CTS | 0 |
| Hpwl dp | between 10 and 15 mm |
| Total GRT Usage | 0.187 |
| Crit path time final | between 5 and 6 ns |
| Worst-path cell chain | clkdlybuf4s50_1 > buf_4 > nor2b_1 > a22oi_1 > nor3_1 > a211o_1 > clkdlybuf4s50_1 |
| Leak pwr | 1.82 nW |
-- per-stage QoR --
| step | total power [mW] | hold slack (ns) | cell area [um^2] | std cells | setup WS, ns |
|---|---|---|---|---|---|
| 3_5_place_dp | 0.268 | 4.14 | 5050 | 705 | 2.22 |
| 5_1_grt | 0.288 | 4.18 | 5050 | 705 | 2.09 |
| 3_3_place_gp | 0.267 | 4.12 | 5050 | 705 | 2.23 |
| 2_1_floorplan | 0.0844 | 3.30 | 2130 | 298 | 3.77 |
| 6_report | 0.267 | 4.13 | 5050 | 705 | 2.27 |
| 4_1_cts | 0.270 | 4.14 | 5050 | 705 | 2.21 |
-- final timing paths --
kind        start  slack [ns]                 end
max   MemtoReg[3]        2.27  RegDstMUXtoReg[14]
min   MemtoReg[0]        4.13   RegDstMUXtoReg[9]
-- kinds of logic after synthesis --
logic type,Yosys count,share of synthesized area
AND/OR/NAND/NOR,62,0.158
multiplexers,33,0.156
buffers and inverters,41,0.108
AND-OR/OR-AND,162,0.579
-- worst max-delay path, delay by kind of cell --
| family | cells | cell delay [ns] |
|---|---|---|
| AND-OR/OR-AND | 2 | 0.37 |
| buffers and inverters | 3 | 1.20 |
| AND/OR/NAND/NOR | 2 | 0.94 |
-- routing by layer --
layer / wire, um / up-vias
met5: 0 / -
li1: - / 1762
met1: 6520 / 1680
met4: 63 / 0
met2: 8790 / 169
met3: 1550 / 4
-- power breakdown --
part	switching, mW	total, mW	internal, mW
clock network	0	0	0
logic	0.0882	0.267	0.179
registers	0	0	0
total	0.0882	0.267	0.179
-- area by class of cell --
type | count | share of cell area
Multi-Input combinational cell | 257 | 0.376
Tap cell | 147 | 0.0364
Inverter | 1 | 0.000743
Timing Repair Buffer | 300 | 0.587
-- layout by cell type, fill, tap and decap left out, types with 5 or more instances in the layout --
cell / synthesis / final
mux2i_1: 32 / 32
nand2_1: 8 / 8
o22a_1: 12 / 12
a211o_1: 6 / 6
o221ai_1: 15 / 15
nand3_1: 7 / 7
nor2b_1: 7 / 7
or2_2: 5 / 5
o22ai_1: 6 / 6
buf_4: 2 / 8
a22oi_1: 77 / 77
a21oi_1: 5 / 5
o21ai_0: 14 / 14
clkdlybuf4s50_1: 0 / 289
nor2_1: 14 / 13
nor3_1: 7 / 7
No activity file was given, so power comes from the tool's default toggle rates.
